===== design/flow/config.mk =====
export PLATFORM = sky130hd
export DESIGN_NAME = PIPO_blockcipher_verilog
export DESIGN_NICKNAME = PIPO_blockcipher_verilog
export VERILOG_FILES = /design/flow/design.v
export SDC_FILE = /design/flow/constraint.sdc
export NUM_CORES = 4
export LEC_CHECK = 1
export CORE_UTILIZATION = 40
export SYNTH_HDL_FRONTEND = slang

===== design/flow/constraint.sdc =====
current_design PIPO_blockcipher_verilog

set clk_period 12.4
set clk_io_pct 0.2

create_clock -name clk0 -period $clk_period [get_ports {clk}]

set non_clock_inputs [all_inputs -no_clocks]
set_input_delay [expr $clk_period * $clk_io_pct] -clock clk0 $non_clock_inputs
set_output_delay [expr $clk_period * $clk_io_pct] -clock clk0 [all_outputs]

===== design/flow/design.v =====
package PIPODefinitions;
  typedef logic [7:0] byte_t;  
  typedef byte_t [0:7] state_t;  
  typedef byte_t [0:15] roundKey_t;  
endpackage : PIPODefinitions
import PIPODefinitions::*;
module Buffer(input logic clk, input logic reset, input state_t in,
					output state_t out);
	  always_ff @(posedge clk)
    begin
		 if(reset)
			out <= 0;
		 else
			out <= in;
    end
endmodule : Buffer
import PIPODefinitions::*;
module PIPO_blockcipher_verilog(input logic clk, input logic reset, input state_t data, input roundKey_t key, input state_t counter,
					output state_t result);
	state_t roundKey[2];
	state_t roundData[15];
	state_t roundCounter[15];
	state_t temp1, temp2;
	expandKey_0 fk(key, roundKey[0]);  
	expandKey_1 sk(key, roundKey[1]);  
	make_FirstData mf(data, roundData[0]);
	make_FirstData mfc(counter, roundCounter[0]);
	genvar i;
	genvar j;
	generate
		for(i=0; i<7; i++)
		begin : first
			for(j=0; j<2; j++)
			begin :second
				if(i==0 && j==0)
				begin
					xorKey xk(roundCounter[0], roundKey[0], temp1);
					xorData xd(roundData[0], temp1, temp2);
					Buffer bp2(clk,reset, temp2, roundData[1]);
					setCounter bc(clk,reset, roundCounter[0], roundCounter[1]);	
				end
				else
				begin
					runRound brk(clk, reset, roundData[i*2 + j], roundKey[j], roundCounter[(i*2+j)], roundData[(i*2 +j)+1]);				
					setCounter bc(clk,reset, roundCounter[i*2+j], roundCounter[(i*2+j)+1]);	
				end
			end:second
		end:first
	endgenerate
	assign result = roundData[14];	
endmodule 
import PIPODefinitions::*;
module R_layer(input state_t in, output state_t X);
always_comb
	begin
		X[0] = in[0];
		X[1] = (in[1] << 7) | (in[1] >> 1);
		X[2] = (in[2] << 4) | (in[2] >> 4);
		X[3] = (in[3] << 3) | (in[3] >> 5);
		X[4] = (in[4] << 6) | (in[4] >> 2);
		X[5] = (in[5] << 5) | (in[5] >> 3);
		X[6] = (in[6] << 1) | (in[6] >> 7);
		X[7] = (in[7] << 2) | (in[7] >> 6);
	end
endmodule
import PIPODefinitions::*;
module S_layer(input state_t in, output state_t X);
byte_t [0:3] T;
always_comb
	begin
	for(int i=0;i<8;i++)
		begin
			X[i] = in[i];
		end
	X[5] ^= (X[7] & X[6]);
	X[4] ^= (X[3] & X[5]);
	X[7] ^= X[4];
	X[6] ^= X[3];
	X[3] ^= (X[4] | X[5]);
	X[5] ^= X[7];
	X[4] ^= (X[5] & X[6]);
	X[2] ^= X[1] & X[0];
	X[0] ^= X[2] | X[1];
	X[1] ^= X[2] | X[0];
	X[2] = ~X[2];
	X[7] ^= X[1];
	X[3] ^= X[2];
	X[4] ^= X[0];
	T[0] = X[7];
	T[1] = X[3];
	T[2] = X[4];
	X[6] ^= (T[0] & X[5]);
	T[0] ^= X[6];
	X[6] ^= (T[2] | T[1]);
	T[1] ^= X[5];
	X[5] ^= (X[6] | T[2]);
	T[2] ^= (T[1] & T[0]);
	X[2] ^= T[0];
	T[0] = X[1] ^ T[2];
	X[1] = X[0]^T[1];
	X[0] = X[7];
	X[7] = T[0];
	T[1] = X[3];
	X[3] = X[6];
	X[6] = T[1];
	T[2] = X[4];
	X[4] = X[5];
	X[5] = T[2];
	end
endmodule
import PIPODefinitions::*;
module expandKey_0(input roundKey_t key, 
						output state_t f_key );
	always_comb
	  begin
			for(int i = 0; i < 8; i++)
			begin
				f_key[i] = key[i];
			end
	  end
endmodule 
import PIPODefinitions::*;
module expandKey_1(input roundKey_t key, 
						output state_t s_key );
		always_comb
		  begin
				for(int i = 0; i < 8; i++)
				begin
					s_key[i] = key[i+8];
				end
		  end
endmodule 
import PIPODefinitions::*;
module make_FirstData(input state_t in,
							output state_t out);
		assign out = in;
endmodule 
import PIPODefinitions::*;
module runRound(input logic clk, input logic reset, input state_t data, input state_t key, input state_t counter,
								output state_t nextData, output state_t check);
	state_t tempKey, tempData, wires[2];
	S_layer sl(data, wires[0]);
	R_layer rl(wires[0], wires[1]);
	xorKey xk(counter, key, tempKey);
	xorData xd(wires[1] , tempKey, tempData);
	Buffer bufferData(clk, reset, tempData, nextData);
	Buffer bufferKey2(clk, reset, wires[1], check);
endmodule 
import PIPODefinitions::*;
module setCounter(input logic clk, input logic reset, input state_t counter,
								output state_t result);
		state_t tmp;
		assign tmp = {counter[0]+1, counter[1], counter[2], counter[3], counter[4], counter[5], counter[6], counter[7]};
		Buffer bc(clk, reset, tmp, result);
endmodule	
import PIPODefinitions::*;
module xorData(input state_t data, input state_t key,
					output state_t result);
		assign result = {key[0]^data[0], key[1]^data[1], key[2]^data[2], key[3]^data[3], key[4]^data[4], key[5]^data[5], key[6]^data[6],
									key[7]^data[7]};
endmodule
import PIPODefinitions::*;
module xorKey(input state_t counter, input state_t key,
					output state_t result);
		assign result = {counter[0]^key[0], key[1], key[2], key[3], key[4], key[5], key[6], key[7]};
endmodule 

===== design/flow/run.sh =====
#!/bin/bash
# OpenROAD 26Q1-2900-gdf79404cd8, Yosys 0.63+post, stock flow scripts
make -C /OpenROAD-flow-scripts/flow DESIGN_CONFIG=/design/flow/config.mk WORK_HOME=/design/flow/orfs finish

==> results.cfg <==
; physical design summary
[timing]
report.final.hold_viol_count = 0
final.setup.worst_slack_ns = 7.71
timing.setup.tns_ns = 0
fin_crit_sh = 0.378
worst-slew-pin-transition_ns = 1.05
fin_worst_hold_slack_ns = 0.502
finalSetupViolCount = 0
rsz0062_at_grt = false
report.final.slew_viol_count = 0
slew_headroom = 0.299
clock_skews_ns = 0.0361
layout_min_cycle_time_ns = 4.69
fmax_mhz = 213

[logic_synthesis]
edf_count = 0
synth_chip_area_mm2 = 0.108
synth_top_flop_cell = sky130_fd_sc_hd__dfxtp_1
synth-seq-area-share = 0.186
synth.cells.most_frequent = sky130_fd_sc_hd__xnor2_1 (2,309), sky130_fd_sc_hd__nor2_1 (1,900), sky130_fd_sc_hd__nand2_1 (1,293)
post_synth_inst_count = 15100
yosysMostFrequentCell = sky130_fd_sc_hd__xnor2_1
ys_async_sr_fraction = 0
syn_avg_cell_area_um2 = 7.15
synth_flops = 1000
yosys.area.top_type = sky130_fd_sc_hd__xnor2_1
synth-cells-yosys = 15100
ys_top_cells_by_area = sky130_fd_sc_hd__xnor2_1 (19%), sky130_fd_sc_hd__dfxtp_1 (19%), sky130_fd_sc_hd__nor2_1 (6.6%), sky130_fd_sc_hd__xor2_1 (5.3%), sky130_fd_sc_hd__nand2_1 (4.5%)
synth_largest_type_area_fraction = 0.188
synth_warnings = 0
synth_cell_type_count = 90
post_syn_area_mm2 = 0.108

[place]
dp.final_hpwl_um = 304000
worst_setup_slack_before_clock_tree_synthesis_ns = 6.91
port_buffers = 265
gp_routability_congestion = 0.991

[worst_setup_path]
crit_path_end_kind = flip-flop
worstSetupStartpointType = primary input
cell_by_cell_listing_of_the_critical_path = buf_8 -> buf_4 -> buf_4 -> buf_12 -> nand4b_1 -> mux2i_1 -> a2111o_1
cp_common_cell = sky130_fd_sc_hd__buf_4
arr_time_crit_path_ns = 5.40
timing.critical_path.fanout_max = 115
max_stage_delay_ns = 0.65
critical-path-top-delay-family = buffers and inverters
cp.buffers_inverters = 4
cp.required_ns = 13.11
timing.critical_path.slowest_stage_cell = sky130_fd_sc_hd__buf_4
timing.reg2reg.setup_slack_ns = 9.04
timing_worst_setup_path_type = in2reg

[routing]
number_of_violations_reported_at_the_end_of_detailed_routing_iteration_0 = 12400
route.top_layer_used = met5
detail_route.wl_per_cell_um = 24.3
drt.antenna.violating_nets = 0
met2_length_um = 177000
dr_wl_met3_um = 41800
drt_pass1_iterations = 10
drt-vias-per-instance = 5.87
wl_um = 438000
drt-met1-wl_um = 170000
remaining_drc_errors = 0
dr_total_vias = 106000

[grt]
grt_pass1_wl_um = 625000
grt_remaining_overflow = 0
gr-usage-all-layers = 0.318
antenna_found_initial = 14
largest_net_degree_at_the_start_of_global_routing = 142
first_global_vias = 89700

[final_layout]
areaGrowthSynthToFinish_pct = 6.95
layout.filler_cells = 27000
layout-drive-gt1-share = 0.0660
layout.area.seq_mm2 = 0.0200
postLayoutCoreUtil = 0.430
logic_area_mm2 = 0.0808

[cts]
clk_pin_slew_ns = 0.07
postCtsSetupRepairBufs = 0
hold_buffers = 0
cts_num_sinks = 1000
tritoncts = yes
root_buffer = sky130_fd_sc_hd__clkbuf_16
clock_insertion_delay_worst_skew_ns = 0.83
cts_htree_levels = 3
cts-resized-gates = 0
clock_buffer_count_from_cts = 121
ctsLongestPathBuffers = 3

[floorplan]
floorplan_core_density = 0.402
io_pins = 322
core_region_area_mm2 = 0.268
fp.dieArea_mm2 = 0.272
placement_rows = 190
fp.dieW_um = 521
die-height_um = 521

[status]
run_status = complete, no violations

[min_path]
hold_path.class = reg2reg

[flow_run]
drv_cap = 0
log.warning_count = 98
cells in the final DEF, fill, tap and decap left out, types with 150 or more instances in the layout:
cell,count
sky130_fd_sc_hd__o211ai_1,188
sky130_fd_sc_hd__nand3b_1,150
sky130_fd_sc_hd__nand3_1,298
sky130_fd_sc_hd__o21ai_0,441
sky130_fd_sc_hd__a31oi_1,172
sky130_fd_sc_hd__nor4_1,334
sky130_fd_sc_hd__xnor2_1,2309
sky130_fd_sc_hd__nand2_1,1293
sky130_fd_sc_hd__nand2b_1,469
sky130_fd_sc_hd__inv_1,266
sky130_fd_sc_hd__clkdlybuf4s50_1,164
sky130_fd_sc_hd__nor2_1,1900
sky130_fd_sc_hd__dfxtp_1,1000
sky130_fd_sc_hd__nor2b_1,206
sky130_fd_sc_hd__o32ai_1,236
sky130_fd_sc_hd__nor3_1,244
sky130_fd_sc_hd__a21oi_1,739
sky130_fd_sc_hd__xor2_1,655
sky130_fd_sc_hd__a211oi_1,297
sky130_fd_sc_hd__and3_1,155
sky130_fd_sc_hd__buf_4,273
routing by layer:
metal | up-vias | GRT usage
li1 | 51500 | -
met1 | 49000 | 0.410
met2 | 4303 | 0.437
met3 | 1041 | 0.0804
met4 | 10 | 0.288
met5 | - | 0
final cells by class:
| class | count | area share |
|---|---|---|
| repair buffers | 542 | 0.0372 |
| inverters | 316 | 0.0103 |
| multi-input cells | 12400 | 0.701 |
| flip-flops and latches | 1000 | 0.174 |
| well taps | 3552 | 0.0385 |
| diodes | 20 | 0.000434 |
| clock inverters | 75 | 0.00972 |
| clock buffers | 153 | 0.0294 |
per-stage QoR:
stage	std cells	instance area, µm²
2_1_floorplan	15100	108000
3_3_place_gp	17800	111000
3_5_place_dp	17800	111000
4_1_cts	18000	115000
5_1_grt	18000	115000
6_report	18000	115000
registers in the layout, indices dropped and copies added, names as in the netlist:
signal                                   count
first.second.genblk1.brk.bufferData.out    832
first.second.genblk1.bc.bc.out             104
first.second.genblk1.bp2.out                64
logic make-up (layout without fill, tap and decap cells):
kind of cell | count (synthesis) | count (layout) | share of synthesized area
compound gates | 3576 | 3576 | 0.234
xor+xnor | 2965 | 2965 | 0.241
fa+ha+maj | 14 | 14 | 0.00160
buf+inv | 1721 | 1086 | 0.0648
flops | 1000 | 1000 | 0.186
mux | 241 | 241 | 0.0236
other cells | 0 | 20 | 0
simple gates | 5568 | 5568 | 0.249
worst paths after layout:
kind | depth (start not counted) | endpoint | from
setup / recovery | 7 | first[6].second[0].genblk1.brk.bufferData.out[25] | reset
hold reg to reg | 1 | first[3].second[1].genblk1.bc.bc.out[56] | first[3].second[0].genblk1.bc.bc.out[56]
hold / removal | 1 | first[3].second[1].genblk1.bc.bc.out[56] | first[3].second[0].genblk1.bc.bc.out[56]
setup reg to reg | 8 | first[1].second[0].genblk1.brk.bufferData.out[1] | first[0].second[1].genblk1.brk.bufferData.out[47]
